==> design.v <==
`timescale 1ns/1ps
module eprom_controller #(parameter M=32) (
	 input rst_n,
	 input clk_div,
	 input wr,
	 input rd,
	 input ack,
	 input [M-1:0] data_in,
	 input margin_read_en,
	 output reg [M-1:0] data_out,
	 input [7:0] dq,
	 output reg xce,
	 output reg xread,
	 output reg xpgm,
	 output reg xtm,
	 output reg [1:0] xa,
	 output reg [7:0] xdin,
	 output reg rd_done,
	 output reg wr_done,
	 output reg vpp_en
	 );
	reg [12:0] cnt_read_pgm ;
	reg [1:0] state_c ;
	reg [1:0] state_n ;
	localparam STAND_BY = 2'b00 ;
    localparam READ = 2'b01 ;
    localparam PGM  = 2'b10 ;
    always @(posedge clk_div or negedge rst_n) begin
        if(!rst_n)
            state_c <= STAND_BY ;
        else
            state_c <= state_n ;
    end
    always @(*) begin
        case(state_c)
            STAND_BY:begin
                if(rd)
                    state_n = READ;
                else if(wr)
                    state_n = PGM;
                else
                    state_n = state_c;
            end
            READ:begin
                if(rd_done)
                    state_n = STAND_BY;
                else
                    state_n = state_c;
            end
            PGM:begin
                if(wr_done)
                    state_n = STAND_BY;
                else 
                    state_n = state_c;
            end
            default:state_n = STAND_BY;
        endcase
    end
	always@(posedge clk_div or negedge rst_n) begin
	    if(!rst_n) begin 
		    cnt_read_pgm <= 13'd0 ;
		end 
		else if (state_c == READ) begin 
		     if (cnt_read_pgm == 13'd20) begin 
			     cnt_read_pgm <= 13'd0 ;
			end 
			else begin 
			    cnt_read_pgm <= cnt_read_pgm + 1'b1 ;
			end 
		end 
		else if (state_c == PGM) begin 
		    if (cnt_read_pgm == 13'd4607) begin 
			    cnt_read_pgm <= 13'd0 ;
			end 
			else begin 
			    cnt_read_pgm <= cnt_read_pgm + 1'b1 ;
			end 
		end 
		else begin
		    cnt_read_pgm <= cnt_read_pgm ;
		end 
	end 
	always@(posedge clk_div or negedge rst_n) begin 
	    if(!rst_n) begin 
		    rd_done <= 1'b0 ;
		end 
		else if(state_c == READ && cnt_read_pgm == 13'd19) begin
		    rd_done <= 1'b1 ;
	    end 
		else if(ack) begin 
		    rd_done <= 1'b0 ;
		end 
		else begin
		    rd_done <= 1'b0 ;
		end 
	end 
	always@(posedge clk_div or negedge rst_n) begin
	    if(!rst_n) begin 
		    wr_done <= 1'b0 ;
		end 
		else if(state_c == PGM && cnt_read_pgm == 13'd4606) begin
		    wr_done <= 1'b1 ;
		end 
		else if(ack) begin 
		    wr_done <= 1'b0 ;
		end 
		else begin 
		    wr_done <= 1'b0 ;
		end 
	end 
	always@(posedge clk_div or negedge rst_n) begin 
	    if(!rst_n) begin 
		    xa <= 2'b00 ;
		end 
	    else if(state_c == READ) begin 
		    if((cnt_read_pgm == 13'd5) || (cnt_read_pgm == 13'd10) || (cnt_read_pgm == 13'd15)) begin 
			    xa <= xa + 1'b1 ;
			end 
			else if((cnt_read_pgm == 13'd0) || (cnt_read_pgm == 13'd20)) begin
                xa <= 2'b00 ;
			end 
			else begin 
			    xa <= xa ;
			end 
         end 
        else if(state_c == PGM) begin 
             if((cnt_read_pgm == 13'd1201) || (cnt_read_pgm == 13'd2303) || (cnt_read_pgm == 13'd3405)) begin
                 xa <= xa + 1'b1 ;
             end 
             else if ((cnt_read_pgm == 13'd0) || (cnt_read_pgm == 13'd4507)) begin 
                 xa <= 2'b00 ;
             end 
			 else begin
			     xa <= xa ;
			end 
         end 
        else begin 
             xa <= xa ;
        end 
    end 		
	always@(posedge clk_div or negedge rst_n) begin 
	    if(!rst_n) begin 
		    xread <= 1'b0 ;
		end 
		else if(state_c == READ) begin 
		    if((cnt_read_pgm == 13'd1) || (cnt_read_pgm == 13'd6) || (cnt_read_pgm == 13'd11) || (cnt_read_pgm == 13'd16)) begin
			    xread <= 1'b1 ;
			end 
			else if ((cnt_read_pgm == 13'd4) || (cnt_read_pgm == 13'd9) || (cnt_read_pgm == 13'd14) || (cnt_read_pgm == 13'd19)) begin 
			    xread <= 1'b0 ;
			end 
			else begin 
			    xread <= xread ;
			end
		end 
		else begin
		    xread <= 1'b0 ;
		end 
	end 
	always@(posedge clk_div or negedge rst_n) begin 
	    if(!rst_n) begin 
		    xpgm <= 1'b0 ;
		end 
		else if (state_c == PGM) begin 
		    if((cnt_read_pgm == 13'd100) || (cnt_read_pgm == 13'd1202) || (cnt_read_pgm == 13'd2304) || (cnt_read_pgm == 13'd3406)) begin
			    xpgm <= 1'b1 ;
			end 
		    else if((cnt_read_pgm == 13'd1200) || (cnt_read_pgm == 13'd2302) || (cnt_read_pgm == 13'd3404) || (cnt_read_pgm == 13'd4506)) begin
			    xpgm <= 1'b0 ;
			end 
			else begin
			    xpgm <= xpgm ;
			end 
		end 
		else begin 
		    xpgm <= 1'b0 ;
		end 
	end 
	always@(posedge clk_div or negedge rst_n) begin 
	    if(!rst_n) begin 
		    xdin <= 8'd0 ;
		end 
		else if(state_c == PGM) begin 
		    if(cnt_read_pgm == 13'd99) begin
			    xdin <= ~data_in[7:0] ;
			end 
			else if(cnt_read_pgm == 13'd1201) begin 
			    xdin <= ~data_in[15:8] ;
			end 
			else if(cnt_read_pgm == 13'd2303) begin
			    xdin <= ~data_in[23:16] ;
			end 
			else if(cnt_read_pgm == 13'd3405) begin 
			    xdin <= ~data_in[31:24] ;
			end 
			else  begin 
			    xdin <= xdin ;
		    end 
		end 
		else begin 
		    xdin <= 8'd0 ;
		end 
	end 
	always@(posedge clk_div or negedge rst_n) begin 
	    if(!rst_n) begin 
		    data_out <= 32'd0 ;
		end 
		else if(state_c == READ) begin 
		    if(cnt_read_pgm == 13'd3) begin 
			    data_out[7:0] <= ~dq ;
			end 
			else if(cnt_read_pgm == 13'd8) begin 
			    data_out[15:8] <= ~dq ;
			end 
			else if(cnt_read_pgm == 13'd13) begin 
			    data_out[23:16] <= ~dq ;
			end 
			else if(cnt_read_pgm == 13'd18) begin 
			    data_out[31:24] <= ~dq ;
			end 
			else begin 
			    data_out <= data_out ;
			end 
		end 
		else begin 
		    data_out <= data_out ;
		end 
	end 
	always@(posedge clk_div or negedge rst_n) begin 
	    if(!rst_n) begin
		    vpp_en <= 1'b0 ;
		end 
		else if(state_c == PGM) begin 
		    if(cnt_read_pgm == 13'd0) begin
			    vpp_en <= 1'b1 ;
			end 
			else if(cnt_read_pgm == 13'd4510) begin
			    vpp_en <= 1'b0 ;
			end
			else begin 
			    vpp_en <= vpp_en ;
			end 
		end
		else begin
		    vpp_en <= 1'b0 ;
		end
	end 
	always@(*) begin
	    if(state_c == READ) begin
		    if(margin_read_en == 1'b1) begin
			    xtm = 1'b1 ;
			end
			else begin
			    xtm = 1'b0 ;
			end 
		end 
		else begin
		    xtm = 1'b0 ;
		end
	end 
    always@(posedge clk_div or negedge rst_n) begin
	    if (!rst_n) begin 
		    xce <= 1'b0 ;
		end 
	    else if(state_c == PGM) begin
		    if(cnt_read_pgm == 13'd99) begin
			    xce <= 1'b1 ;
			end 
			else if(cnt_read_pgm == 13'd4507) begin 
			    xce <= 1'b0 ;
			end 
			else begin
			    xce <= xce ;
			end 
		end
		else if(state_c == READ) begin
		    if(cnt_read_pgm == 13'd0) begin
			    xce <= 1'b1 ;
			end 
			else if(cnt_read_pgm == 13'd20) begin 
			    xce <= 1'b0 ;
			end 
			else begin
			    xce <= xce ;
			end 
		end 
		else begin
		    xce <= 1'b0 ;
		end 
	end
endmodule 	
==> run.sh <==
#!/bin/bash
# OpenROAD 26Q1-2900-gdf79404cd8, Yosys 0.63+post, stock flow scripts
make -C /OpenROAD-flow-scripts/flow DESIGN_CONFIG=/design/flow/config.mk WORK_HOME=/design/flow/orfs finish
==> config.mk <==
export PLATFORM = sky130hd
export DESIGN_NAME = eprom_controller
export DESIGN_NICKNAME = eprom_controller
export VERILOG_FILES = /design/flow/design.v
export SDC_FILE = /design/flow/constraint.sdc
export NUM_CORES = 4
export LEC_CHECK = 1
export CORE_UTILIZATION = 30
==> constraint.sdc <==
current_design eprom_controller

set clk_period 3.8
set clk_io_pct 0.2

create_clock -name clk0 -period $clk_period [get_ports {clk_div}]

set non_clock_inputs [all_inputs -no_clocks]
set_input_delay [expr $clk_period * $clk_io_pct] -clock clk0 $non_clock_inputs
set_output_delay [expr $clk_period * $clk_io_pct] -clock clk0 [all_outputs]
==> out/notes.md <==
Overall die area: 11440 um2. Clock-pin slew was measured on the worst setup and hold paths at 0.07 ns. The number of design rule violations left after detail routing is 0. The highest supply drop recorded on VDD is 0.3069 mV.

With the final tally of hold violations at 0, the largest fanout of any net on the critical path is 12. Required time at the worst-slack endpoint: 4.04 ns. Half-perimeter wire length after placement: 5.991 mm. Per the synthesis report, the dominant area consumer among library cells is dfrtp_1. Yosys stat counts 356 cells in the synthesized netlist.

The category of the critical setup timing path is register to register. In the final layout, the fill cell count is 999. With the slew of the pin with the lowest slew margin at 0.7805 ns, the number of hold buffers added after cts is 0.

In the layout the commonest cells are 92 x clkdlybuf4s50_1, 73 x nand2_1, 63 x dfrtp_1. Most frequent standard cell in the layout excluding fill and tap cells: clkdlybuf4s50_1. Clock latency on the worst-skew pair, taken at its later pin, is 0.35 ns. The run gives 107.0 um for the chip width.

For the final database, setup skew stands at 0.01150 ns. Summed over all failing endpoints, the final setup total negative slack is 0 ns. The share of the core filled with cells in the final layout was 42.97%; the multi-input gate area in the final layout was 1570 um2. The logs give 3 for the number of levels in the clock H-tree and 37 for the number of rows created at floorplan.

According to the Yosys statistics, the synthesized design has a chip area of 3304 um2. The first global-routing pass estimated 13.97 mm of wire. Based on the critical path, the design can be clocked at up to 365.1 MHz. In this run the post-CTS setup repair buffer count came out at 0.

I/O pin total: 95. In this run the critical register-to-register path is launched from cnt_read_pgm[5]. Per the OpenROAD floorplan log, the height of the die is 107.0 um. After synthesis, the cell types taking the most area are dfrtp_1 48%, nand2_1 8.3%, o21ai_0 7.4%. The netlist uses 55 different library cells.

The run gives 47 as the pin count of the biggest net entering global routing. TritonCTS built the clock tree. The class of the worst hold path was primary input to asynchronous set/reset pin.

The run gives 1.06 ns as the minimum setup slack among reg-to-reg paths. The setup violation total in the final timing report came out at 0. Dividing total power by cell area gives a power density of 498.6 nW/um2.

The residual overflow from global routing came out at 0. The run finished with clean final reports. The run gives 0 as the count of maximum capacitance violations.

Per the TritonCTS log, the buffer count is 9. The worst path in the final design needs a cycle of 2.739 ns, including I/O delays and setup. In this run the tool buffered the top-level ports with 93 buffer cells. The initial antenna violation count is 0, and the ratio of cells with drive above 1 in the final layout is 8.054%. The starting utilization of the core area is 31.44%. The critical path startpoint category was a register.

The run gives 0 for the number of antenna cells inserted. The endpoint class of the critical path is a register. In this run, the number of DRC markers left after iteration 0 of detailed routing was 198. Per the detail_route report, routed wire per instance is 14.31 um. The tally of OpenROAD warnings works out to 29.

In this run the deepest clock path goes through 2 buffers. The synthesized netlist occupies a cell area of 3304 um2. Fraction of registers with async set/reset: 100.0%.

The run gives 1603 um2 for the storage element area. Per the synth stats, the flop cell with the highest instance count is dfrtp_1. The worst path uses 72.09% of the clock period.

The first TritonRoute pass finished after 4 iterations. The slew check shows that the tightest pin keeps a relative margin of 47.50%. Setup repair after global routing left no endpoint under its margin.

The total global routing track utilization is 15.56%, and the via count is 2862. For reference, the critical path is captured by xa[1]. The tools report the total of warnings raised by yosys as 1.

Share of the yosys chip area belonging to registers: 48.50%. For the worst flop-to-flop path, the logic depth is 6. The region available for standard cell placement spans 10510 um2.

For the via count of the first global-routing pass, the log shows 2853. The tools report the reg-to-reg endpoint as xa[1]. CTS placed an instance of clkbuf_8 at the clock tree root. Tracing the worst setup path back leads to its startpoint at cnt_read_pgm[5]. Yosys mapped a number of flops with a built-in enable equal to 0. The routed wire length is 8.341 mm. The detail route stage leaves a number of antenna-violating nets equal to 0. The script logs the ratio of routed vias to standard cells as 4.909. The top-area cell type share of the netlist area was 47.71%. The leakage power of the design is 1.963 nW, and the mean post-synth cell area is 9.282 um2. The number of register bits inferred by synthesis came out at 64. Max-slew violation total from the final report: 0. The clock tree has to reach 64 sinks.

The weighted congestion reported at the end of routability-driven placement came out at 0.8877. In this run, post-CTS repair resized a total of 0 instances. The cell count after synthesis came out at 356. The data arrival at the endpoint of the critical path was 2.97 ns.

The flow measured a signed area growth from synthesis to layout of 36.65%.
## worst min-delay path by stage
stage	cells past startpoint	slack, ns	endpoint	start
after CTS	1	0.37	state_c[1]	rst_n
after global routing	1	0.40	xdin[5]	rst_n
final	1	0.36	wr_done	rst_n
## final cells by class
type	instances	area share (%)
Clock buffer	11	3.131
Sequential cell	64	35.49
Tap cell	136	3.768
Clock inverter	5	1.247
Inverter	7	0.5819
Multi-Input combinational cell	264	34.77
Timing Repair Buffer	96	21.00
## cell usage after synthesis, drive strengths merged (2+ instances only)
master and count:
nand2 73, dfrtp 63, o21ai 57, clkbuf 16, nor2 13, mux2i 10
nand4 9, mux2 8, nand3 8, nor3 8, a21oi 7, inv 7
nor3b 7, xor2 6, buf 5, and3 4, ha 4, nand3b 4
nor4 4, and2 3, and4 3, or4 3, xnor2 3, a21o 2
a32oi 2, and4b 2, nand2b 2, nor2b 2, o31ai 2, o41ai 2
or4b 2
## cell families after synthesis
logic type,count (synthesis),share of synthesized area [%]
AOI/OAI and AO/OA,82,14.35
xor gates and xnor gates,9,2.386
adders and majority gates,4,1.515
buffers and inverters,28,3.976
DFF,64,48.50
muxes,18,5.869
and+or+nand+nor,151,23.40
## layer usage
layer  global-route usage, %  wire length (um)
met1                   22.20              3760
met2                   22.95              3499
met3                   6.882               974
met4                   2.055               106
met5                       0                 0
## sequential cells by signal, indices dropped and copies added, names as in the netlist
register and count:
cnt_read_pgm 13, data_out 32, rd_done 1, state_c 3
vpp_en 1, wr_done 1, xa 2, xce 1
xdin 8, xpgm 1, xread 1
## worst max-delay path, stage by stage (launching register included)
cell	delay (ns)
dfrtp_1	0.50
or4b_2	0.76
o41ai_2	0.47
a31oi_1	0.08
a211oi_1	0.39
a21bo_2	0.27
a21o_1	0.17
## per-stage QoR
stage          power (W)  cells  hold WS [ns]  worst slack, ns  instance area (um2)
3_3_place_gp    0.001673    567        0.4599            1.124                 4318
3_5_place_dp    0.001676    567        0.4712            1.088                 4318
4_1_cts         0.002277    583        0.3696            1.089                 4516
6_report        0.002251    583        0.3612            1.061                 4516
2_1_floorplan   0.001231    356        0.4253            1.320                 3304
5_1_grt         0.002413    583        0.4006           0.8577                 4516
## power breakdown
| part | switching (W) | internal (W) |
|---|---|---|
| Clock | 0.000263 | 0.000320 |
| Sequential | 0.000136 | 0.000843 |
| Combinational | 0.000269 | 0.000420 |
No activity file was given, so power comes from the tool's default toggle rates.
